**design.v**
```verilog
`timescale 1ns / 1ps
module Control_unit(clock,reset,candidate1,candidate2,candidate3,candidate4,mode,UID,enter,B0,B1,led,votecount,result,totalvotes,vvpat_votedfor,pwrst,e_total_votes_casted);
input clock,reset,candidate1,candidate2,candidate3,candidate4,mode,B0,B1,enter;
input [5:0] UID;
input pwrst;
output reg [7:0] led;
output reg [3:0]votecount;
output reg [2:0] result;
output reg [7:0] totalvotes;
output reg [7:0] vvpat_votedfor;
output [7:0]e_total_votes_casted;
parameter s0=8'b00000001,s1=8'b00000010,s2=8'b00000011,s3=8'b00000100;
reg open=0;
reg [63:0]count=0; 
reg validvoter;
reg [3:0] votecount1,votecount2,votecount3,votecount4;
wire validvote1,validvote2,validvote3,validvote4,validvote;
wire [7:0] e_UID;
wire [7:0]d_total_votes_casted;
wire [7:0] total_votes_casted;
wire [2:0] winner;
clockdivision_1 da(clock,reset,Clk2); 
balloting_unit BU(clock,reset,candidate1,candidate2,candidate3,candidate4,validvote1,validvote2,validvote3,validvote4);
assign validvote=validvote1|validvote2|validvote3|validvote4;
always@(*) 
begin
if(validvote & mode==1 & count[UID]==0 & validvoter)
led[0]<=1'b1;
else
led[0]<=1'b0;
end
always@(*) 
begin
if(mode==1'b1)
led[7]<=1'b1;
else
led[7]<=1'b0;
end
always@(posedge Clk2,posedge reset) 
begin
if(reset==1)
begin
 votecount1<=0;
 votecount2<=0;
 votecount3<=0;
 votecount4<=0;
 count<=0;
end
else if(mode==1)
begin
if(validvoter)
begin
if(count[UID]==0)
begin
if(validvote1)
begin
votecount1<=votecount1+1;
count[UID]<=1;
end
else if(validvote2)
begin
votecount2<=votecount2+1;
count[UID]<=1;
end
else if(validvote3)
begin
votecount3<=votecount3+1;
count[UID]<=1;
end
else if(validvote4)
begin
votecount4<=votecount4+1;
count[UID]<=1;
end
end
end
end
end
assign total_votes_casted=votecount1+votecount2+votecount3+votecount4;
encryption e1(total_votes_casted,e_total_votes_casted); 
decryption d1(e_total_votes_casted,d_total_votes_casted);
password pw(clock,pwrst,B0,B1,flag,flag2); 
winner win(votecount1,votecount2,votecount3,votecount4,winner); 
always@(*) 
begin 
if(mode==0)
begin
if(flag==1)
begin
led[6]<=1'b1;
open<=1;
end
else
begin
led[6]<=1'b0;
open<=0;
end
end 
end
always@(*) 
begin
if(mode==1'b0 && open==1)
begin
result<=winner;
totalvotes=d_total_votes_casted;
if(reset==1)
votecount<=0;
else if(candidate1==1)
votecount<=votecount1;
else if(candidate2==1)
votecount<=votecount2;
else if(candidate3==1)
votecount<=votecount3;
else if(candidate4==1)
votecount<=votecount4;
else 
votecount<=0;
end
else 
begin
result<=0;
totalvotes<=0;
end
end
encryption e3({2'b00,UID},e_UID); 
always @(*) 
    begin
    if(reset==1)
    begin
        validvoter=0;
    end
    else if(enter)
      begin
      validvoter=0;
        case(e_UID)
             8'h03:begin validvoter=1; end
             8'h06:begin validvoter=1; end
             8'h05:begin validvoter=1; end
             8'h0C:begin validvoter=1; end
             8'h0F:begin validvoter=1; end
             8'h04:begin validvoter=1; end
             8'h0A:begin validvoter=1; end
             8'h09:begin validvoter=1; end
             8'h18:begin validvoter=1; end
             8'h1B:begin validvoter=1; end
             8'h1E:begin validvoter=1; end
             8'h19:begin validvoter=1; end
             8'h1A:begin validvoter=1; end
             8'h1F:begin validvoter=1; end
             8'h17:begin validvoter=1; end
             8'h22:begin validvoter=1; end
             8'h11:begin validvoter=1; end
             8'h20:begin validvoter=1; end
             8'h13:begin validvoter=1; end
             8'h30:begin validvoter=1; end
             8'h33:begin validvoter=1; end
             8'h23:begin validvoter=1; end
             8'h35:begin validvoter=1; end
             8'h31:begin validvoter=1; end
             8'h32:begin validvoter=1; end
             8'h37:begin validvoter=1; end
             8'h24:begin validvoter=1; end
             8'h34:begin validvoter=1; end
             8'h3F:begin validvoter=1; end
             8'h3A:begin validvoter=1; end
             8'h39:begin validvoter=1; end
             8'h3E:begin validvoter=1; end
             8'h3B:begin validvoter=1; end
             8'h28:begin validvoter=1; end
             8'h29:begin validvoter=1; end
             8'h2A:begin validvoter=1; end 
         default:validvoter=0;                               
      endcase
      end
      else
      validvoter=0;
      end
always@(*) 
begin
if(mode)
begin
if(reset)
vvpat_votedfor<=0;
else if(validvote1 & count[UID]==0 & validvoter)
vvpat_votedfor<=s0;
else if(validvote2 & count[UID]==0 & validvoter)
vvpat_votedfor<=s1;
else if(validvote3 & count[UID]==0 & validvoter)
vvpat_votedfor<=s2;
else if(validvote4 & count[UID]==0 & validvoter)
vvpat_votedfor<=s3;
else 
vvpat_votedfor<=0;
end
end
endmodule
`timescale 1ns / 1ps
module balloting_unit(
input clock,
input reset,
input candidate1,
input candidate2,
input candidate3,
input candidate4,
output validvote1,
output validvote2,
output validvote3,
output validvote4);
clockdivision_1 da(clock,reset,Clk2);
validate_vote v1(Clk2,reset,candidate1,validvote1);
validate_vote v2(Clk2,reset,candidate2,validvote2);
validate_vote v3(Clk2,reset,candidate3,validvote3);
validate_vote v4(Clk2,reset,candidate4,validvote4);
endmodule
`timescale 1ns / 1ps
module clockdivision(
    input nClk,
    input Reset,
    output Clk190
    );
reg [18:0] Clk_Div;
    always@(posedge nClk, posedge Reset)
    begin
        if(Reset==1)
            Clk_Div=0;
        else
            Clk_Div=Clk_Div+1;
        end
assign Clk190=Clk_Div[18];
endmodule
`timescale 1ns / 1ps
module clockdivision_1(
    input clock,
    input reset,
    output Clk2
    );
reg [26:0] Clk_Div;
    always@(posedge clock, posedge reset)
    begin
        if(reset==1)
            Clk_Div=0;
        else
            Clk_Div=Clk_Div+1;
        end
assign Clk2=Clk_Div[25];
endmodule
`timescale 1ns / 1ps
module debouncing(
    input clock,
    input Reset,
    input din,
    output dout
    );
 reg A, B,C;
always@(posedge clock, posedge Reset)
begin
    if(Reset==1)
        begin
            A<=0;
            B<=0;
            C<=0;
        end
    else
        begin
            A<=din;
            B<=A;
            C<=B;
        end
    end
assign dout=A & B & ~C;
endmodule
`timescale 1ns / 1ps
module decryption(
input [7:0] G,  
output [7:0] bin    
        );
assign bin[7] =  G[7];
assign bin[6] =  G[7] ^ G[6];
assign bin[5] =  G[7] ^ G[6] ^ G[5];
assign bin[4] =  G[7] ^ G[6] ^ G[5] ^ G[4];
assign bin[3] =  G[7] ^ G[6] ^ G[5] ^ G[4] ^ G[3];
assign bin[2] =  G[7] ^ G[6] ^ G[5] ^ G[4] ^ G[3] ^ G[2];
assign bin[1] =  G[7] ^ G[6] ^ G[5] ^ G[4] ^ G[3] ^ G[2] ^ G[1];
assign bin[0] =  G[7] ^ G[6] ^ G[5] ^ G[4] ^ G[3] ^ G[2] ^ G[1] ^ G[0];
endmodule
`timescale 1ns / 1ps
module encryption(
input [7:0] bin,
output [7:0] G);
assign G[7] = bin[7];
assign G[6] = bin[7] ^ bin[6];
assign G[5] = bin[6] ^ bin[5];
assign G[4] = bin[5] ^ bin[4];
assign G[3] = bin[4] ^ bin[3];
assign G[2] = bin[3] ^ bin[2];
assign G[1] = bin[2] ^ bin[1];
assign G[0] = bin[1] ^ bin[0];
endmodule
`timescale 1ns / 1ps
module lock(
    input clock,
    input Reset,
    input B,
    output reg Correct,
    output reg Incorrect
    );
    reg[3:0] present_state,next_state;
    parameter S0=4'b0000,S1=4'b0001,S2=4'b0010,S3=4'b0011,S4=4'b0100,E1=4'b0101,E2=4'b0110,E3=4'b0111,E4=4'b1000;
    always@(posedge clock, posedge Reset)
    begin
    if(Reset==1)
    present_state=S0;
    else
    present_state=next_state;
    end
    always@(*)
    begin
    case (present_state)
    S0:if(B==1)
        next_state=S1;
        else
        next_state=E1;
    S1: if(B==0)
        next_state=S2;
        else
        next_state=E2;
    S2: if(B==1)
        next_state=S3;
        else
        next_state=E3;
    S3: if(B==0)
        next_state=S4;
        else
        next_state=E4;
    S4:next_state=S0;
    E1:next_state=E2;
    E2:next_state=E3;
    E3:next_state=E4;
    E4:next_state=S0;
    default: next_state=S0;
    endcase
    end
    always@(present_state)
    begin
    if(present_state==S4)
    begin
    Correct=1'b1;
    Incorrect=1'b0;
    end
    else if(present_state==E4)
    begin
    Incorrect=1'b1;
    Correct=1'b0;
    end
    else
    begin
    Correct=1'b0;
    Incorrect=1'b0;
    end
    end
endmodule
`timescale 1ns / 1ps
module password(
input clock,
input Reset,
input B0,
input B1,
output Correct,
output Incorrect
    );
    wire Clk190;
    wire ClkFSM;
    wire B;
    assign B=B0|B1;
    clockdivision n1(clock, Reset, Clk190);
    debouncing n2(Clk190,Reset,B,ClkFSM);
    lock n3(ClkFSM,Reset,B1,Correct,Incorrect);
endmodule
`timescale 1ns / 1ps
module validate_vote(clk,rst,person,valid);
input clk,rst,person;
output valid;
debouncing ak(clk,rst,person,valid);
endmodule
`timescale 1ns / 1ps
module winner(votecount1,votecount2,votecount3,votecount4,winner); 
input [7:0]  votecount1,votecount2,votecount3,votecount4;  
output reg [2:0] winner;
always @ (votecount1 or votecount2 or votecount3 or votecount4)
begin 
if((votecount1>votecount2)&(votecount1>votecount3)&(votecount1>votecount4))
winner=3'b001;
else if((votecount2>votecount3)&(votecount2>votecount4)&(votecount2>votecount1))
winner=3'b010;
else if((votecount3>votecount1)&(votecount3>votecount4)&(votecount3>votecount2))
winner=3'b011;
else if((votecount4>votecount1)&(votecount4>votecount2)&(votecount4>votecount3))
winner=3'b100;
else
winner=3'b111;
end 
endmodule
```
**run.sh**
```bash
#!/bin/bash
# OpenROAD 26Q1-2900-gdf79404cd8, Yosys 0.63+post, stock flow scripts
make -C /OpenROAD-flow-scripts/flow DESIGN_CONFIG=/design/flow/config.mk WORK_HOME=/design/flow/orfs finish
```
**config.mk**
```make
export PLATFORM = sky130hd
export DESIGN_NAME = Control_unit
export DESIGN_NICKNAME = Control_unit
export VERILOG_FILES = /design/flow/design.v
export SDC_FILE = /design/flow/constraint.sdc
export NUM_CORES = 4
export LEC_CHECK = 1
export CORE_UTILIZATION = 50
```
**constraint.sdc**
```tcl
current_design Control_unit

set clk_period 6.4
set clk_io_pct 0.2

create_clock -name clk0 -period $clk_period [get_ports {clock}]

set non_clock_inputs [all_inputs -no_clocks]
set_input_delay [expr $clk_period * $clk_io_pct] -clock clk0 $non_clock_inputs
set_output_delay [expr $clk_period * $clk_io_pct] -clock clk0 [all_outputs]
```
==> ci_impl_report.md <==
### Metrics collected by this job

| Metric | Value |
|---|---|
| Vias in the first global route | 5,775 |
| Area Growth Syn to Fin | 9.28% |
| Synth flops | 184 |
| Post-DR wirelength/cell | 16.3 microns |
| Gr usage total | 0.211 |
| First-pass GRT wire length | 29,500 microns |
| Leakage power | 4.59 nW |
| DRC errors left | 0 |
| Endpoints left unconstrained | 127 |
| Crit path max fanout | 10 |
| Buffers on Ports | 41 |
| Area leader share | 0.482 |
| Die Footprint | 18,600 sq um |
| CTS tree | yes |
| Final ANT Viol Nets | 0 |
| Hold Violations, Final | 0 |
| Top sig layer | met4 |
| CP arrival | 4.54 ns |
| Pins Over Slew Limit | 0 |
| Routed WL | 17,400 microns |
| Fraction of layout cells with a size suffix above 1 | 0.0787 |
| Final core utilization | 0.565 |
| Max cap viols | 0 |
| Setup TNS Final | 0 ns |
| PnR Total Power | 0.000994 W |
| Cells after synthesis | 800 |
| Post-CTS resize count | 0 |
| HPWL after DPL | 12,700 microns |
| Clock latency (worst-skew pair) | 0.33 ns |
| Worst setup SP type | input pin |
| Unique cell types | 59 |
| Final worst path period need | 5.82 ns |
| Vertical die size | 136 microns |
| First-pass iteration count of the detailed router | 5 |
| Worst-path clk slew | 0.06 ns |
| Avg Inst Size Synth | 11.3 sq um |
| Status | finished clean |
| DR iter-0 viols | 212 |
| YS chip area | 9030 sq um |
| Slew Limit Headroom | 0.498 |
| CP endpoint kind | primary output |
| Routability cong. | 0.920 |
| Layout Skew | 0.00724 ns |
| Detail Route met2 WL | 7660 microns |
| Total number of yosys warnings | 19 |
| Pwr Density | 101 nW/um^2 |
| Init Core Util | 0.517 |
| Die Width | 136 microns |
| Max H-tree Level | 3 |
| Fmax | 0.172 GHz |
| Count leader, synth | dfrtp_1 |
| Antenna cells | 0 |
| RSZ-0062 raised after global routing | no |
| Num rows | 48 |
| Hold_buf cts | 0 |
| Post-synth EDFFs | 0 |
| Slowest stage delay, CP | 0.72 ns |
| Largest net degree at the start of global routing | 81 |
| Pin slew with the least headroom to its limit | 0.753 ns |
| Commonest cells post-synth | 174 x dfrtp_1, 73 x xnor2_1, 56 x nand2_1 |
| Top cells, area | dfrtp_1 48%, xnor2_1 7.1%, ha_1 6.2%, o21bai_1 4.0%, mux4_2 3.0% |
| Total length of routed met3 wires | 994 microns |
| Antenna violations before repair | 0 |
| Fin crit share | 0.909 |
| I/O pin cnt | 56 |
| # fillers | 1,403 |
| HP Class | reg2reg |
| Dominant flop cell | dfrtp_1 |
| Slowest cell on crit path | clkdlybuf4s50_1 |
| Final setup viols | 0 |
| Yosys cell count | 800 |
| Post-synth ARST share | 0.951 |
| CP most frequent cell | clkdlybuf4s50_1 |
| Core Area | 17,500 sq um |
| Register pins left without a clock | 113 |
| Critical Path RT | 5.12 ns |
| Log Warnings | 28 |
| Max Root-Sink Buffers | 2 |
| Remaining global-route overflow | 0 |
| Peak VDD IR | 174 uV |
| Cell chain of the critical path | clkdlybuf4s50_1, inv_1, ha_1, or2_2, o211a_1, o31ai_1, o311ai_0, nor3b_2, and3_1, clkdlybuf4s50_1 |
| Path type of the worst setup path | in2out |
| Via count | 5,899 |
| Root buffer cell | clkbuf_16 |
| Synth area leader | dfrtp_1 |
| Setup Buffers After CTS | 0 |
| Num CTS Buffers | 9 |
| Post-Syn Area | 9030 sq um |
| DR vias/cell | 5.54 |
| Metal-1 WL | 8480 microns |
==> critical path, delay by kind of cell <==
kind / cells / cell delay, ns
AOI/OAI and AO/OA: 3 / 0.56
adders and majority gates: 1 / 0.43
buffers and inverters: 3 / 1.36
and+or+nand+nor: 3 / 0.90
==> per-stage QoR <==
stage | hold WS, ns | instances | cell area (sq um) | worst slack (ns)
2_1_floorplan | 0.434 | 813 | 9080 | 1.25
3_3_place_gp | 0.451 | 1049 | 9610 | 0.679
3_5_place_dp | 0.455 | 1049 | 9610 | 0.632
4_1_cts | 0.462 | 1064 | 9870 | 0.614
5_1_grt | 0.478 | 1064 | 9870 | 0.352
6_report | 0.456 | 1064 | 9870 | 0.581
==> sequential cells by signal (all words and copies together), names as in the netlist, 3 cells and up <==
register,flops
pw.n3.present_state,9
votecount2,4
votecount1,4
votecount3,4
vvpat_votedfor,3
pw.n1.Clk_Div,19
da.Clk_Div,26
count,64
votecount,4
BU.da.Clk_Div,26
votecount4,4
==> metal layers <==
layer  global-route usage  up-vias
met1                0.361     2888
met2                0.307      171
met5                    0        -
met3               0.0388       16
met4               0.0241        0
li1                     -     2824
==> final timing paths <==
| check | startpoint | endpoint | slack, ns | cells after the start |
|---|---|---|---|---|
| setup / recovery | UID[3] | led[0] | 0.58 | 10 |
| hold / removal | da.Clk_Div[25] | da.Clk_Div[25] | 0.46 | 1 |
| setup reg to reg | BU.da.Clk_Div[2] | BU.da.Clk_Div[25] | 4.47 | 7 |
| hold reg to reg | da.Clk_Div[25] | da.Clk_Div[25] | 0.46 | 1 |
| max in group asynchronous | reset | BU.da.Clk_Div[0] | 3.88 | 3 |
| min in group asynchronous | pwrst | pw.n1.Clk_Div[18] | 1.33 | 3 |
==> power breakdown <==
part / leakage [nW] / internal [W] / total, W / switching [W]
Combinational: 2.06 / 0.0000392 / 0.000117 / 0.0000776
Clock: 0.128 / 0.000257 / 0.000427 / 0.000170
Sequential: 2.41 / 0.000451 / 0.000451 / 0.0000000527
Total: 4.59 / 0.000746 / 0.000994 / 0.000248
==> cell families (layout without fill, tap and decap cells) <==
kind of cell	Yosys count	after routing	share of synthesized area
other cells	1	14	0.000415
mux	31	31	0.0517
fa+ha+maj	53	53	0.0801
xor+xnor	90	90	0.0873
buf+inv	80	106	0.0428
compound gates	116	116	0.0925
latches	9	9	0.0150
simple gates	245	245	0.145
flops	175	175	0.485
==> cell usage in the layout, fill, tap and decap left out, types with 15 or more instances in the layout <==
cell type        netlist  routed
clkdlybuf4s50_1        0      41
and3_1                24      24
nand2_1               56      56
nor2_1                34      34
o21bai_1              48      48
a21oi_1               15      15
nand4_1               22      22
dfrtp_1              174     173
xor2_1                17      17
xnor2_1               73      73
ha_1                  45      45
nand3_1               47      47
inv_1                 40      39
==> final cells by class <==
type / count / area (sq um) / area share
clock buffer: 10 / 229 / 0.0232
sequential: 184 / 4520 / 0.458
tap: 225 / 282 / 0.0285
multi-input combinational: 549 / 4180 / 0.423
inverter: 41 / 159 / 0.0161
timing repair buffer: 50 / 478 / 0.0484
clock inverter: 5 / 27.5 / 0.00279
No activity file was given, so power comes from the tool's default toggle rates.
